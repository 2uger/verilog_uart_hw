**flow/config.mk**
```make
export PLATFORM = sky130hd
export DESIGN_NAME = uart_loopback
export DESIGN_NICKNAME = uart_loopback
export VERILOG_FILES = /design/flow/design.v
export SDC_FILE = /design/flow/constraint.sdc
export NUM_CORES = 4
export LEC_CHECK = 1
export CORE_UTILIZATION = 30
```
**flow/constraint.sdc**
```tcl
current_design uart_loopback

set clk_period 3.9
set clk_io_pct 0.2

create_clock -name clk0 -period $clk_period [get_ports {clk}]

set non_clock_inputs [all_inputs -no_clocks]
set_input_delay [expr $clk_period * $clk_io_pct] -clock clk0 $non_clock_inputs
set_output_delay [expr $clk_period * $clk_io_pct] -clock clk0 [all_outputs]
```
**flow/design.v**
```verilog
`timescale 1ns / 1ps
module uart_loopback #(
    parameter CLKS_PER_BIT = 868
) (
    input clk,
    input resetn,
    output tx_o,
    input  rx_i
);
    wire tx_busy;
    wire [7:0] data;
    wire tx_done;
    wire rx_busy;
    wire rx_done_o;
    wire [7:0] rx_d_o;
    uart_tx #(
        .CLKS_PER_BIT(CLKS_PER_BIT)
    ) uart_tx (
        .clk(clk),
        .resetn(resetn),
        .e_i(rx_done_o),
        .d_i(data + 1),
        .tx_o(tx_o),
        .busy_o(tx_busy),
        .done_o(tx_done)
    );
    uart_rx #(
        .CLKS_PER_BIT(CLKS_PER_BIT)
    ) uart_rx (
        .clk(clk),
        .resetn(resetn),
        .rx_i(rx_i),
        .d_o(data),
        .busy_o(rx_busy),
        .done_o(rx_done_o)
    );
endmodule
`timescale 1ns / 1ps
module uart_rx #(
    parameter CLKS_PER_BIT = 868
) (input clk,
   input resetn,
   input rx_i,
   output reg [7:0] d_o,
   output reg       busy_o,
   output reg       done_o
);
    reg [$clog2(CLKS_PER_BIT):0] timer_cnt;
    reg [2:0]  state;
    reg [2:0]  next_state;
    localparam IDLE    = 3'b001;
    localparam START   = 3'b011;
    localparam DATA    = 3'b010;
    localparam STOP    = 3'b110;
    localparam CLEANUP = 3'b100;
    reg [2:0] bit_idx;
    reg shift_bit_idx;
    always @ (posedge clk) begin
        if (!resetn) begin
            state     <= IDLE;
            bit_idx   <= 0;
        end else begin
            state     <= next_state;
            bit_idx   <= shift_bit_idx ? bit_idx + 1 : bit_idx;
        end
    end
    always @ (posedge clk) begin
        if (!resetn) begin
            d_o <= 0;
        end else begin
            if ((state == DATA) && shift_bit_idx && (bit_idx <= 7)) d_o[bit_idx] <= rx_i;
        end
    end
    always @(posedge clk) begin
        if (!resetn) begin
            timer_cnt <= CLKS_PER_BIT;
        end else begin
            case (state)
                IDLE:    timer_cnt <= CLKS_PER_BIT;
                START:   timer_cnt <= (timer_cnt <= ((CLKS_PER_BIT / 2) + 1)) ? CLKS_PER_BIT : timer_cnt - 1;
                DATA:    timer_cnt <= (timer_cnt == 1) ? CLKS_PER_BIT : timer_cnt - 1;
                STOP:    timer_cnt <= timer_cnt - 1;
                default: timer_cnt <= CLKS_PER_BIT;
            endcase
        end
    end
    always @(*) begin
        busy_o         = 1;
        done_o         = 0;
        shift_bit_idx  = 0;
        case (state)
            IDLE: begin
                busy_o     = 0;
                if (rx_i == 0) begin
                    next_state = START;
                end else begin
                    next_state = IDLE;
                end
            end
            START: begin
                next_state = (timer_cnt <= ((CLKS_PER_BIT / 2) + 1)) ? ((rx_i == 0) ? DATA : IDLE) : START;
            end
            DATA: begin
                shift_bit_idx = (timer_cnt == 1) ? 1 : 0;
                next_state    = (timer_cnt == 1) ? ((bit_idx < 7) ? DATA : STOP) : DATA;
            end
            STOP: begin
                done_o     = (timer_cnt == 1) ? 1 : 0;
                next_state = (timer_cnt == 1) ? IDLE : STOP;
            end
            default: begin
                next_state     = IDLE;
            end
        endcase
    end
endmodule
`timescale 1ns / 1ps
module uart_tx #(
    parameter CLKS_PER_BIT = 20
) (
    input clk,
    input resetn,
    input       e_i,
    input [7:0] d_i,
    output wire tx_o,
    output reg busy_o,
    output reg done_o
);
    reg [$clog2(CLKS_PER_BIT):0] timer_cnt;
    reg [2:0] state;
    reg [2:0] next_state;
    localparam IDLE  = 3'b001;
    localparam START = 3'b011;
    localparam DATA  = 3'b010;
    localparam STOP  = 3'b110;
    reg [7:0] data    = 8'b0;
    reg [2:0] bit_idx = 3'b0;
    reg shift_bit_idx;
    always @(posedge clk) begin
        if (!resetn) begin
            state     <= IDLE;
            bit_idx   <= 0;
        end else begin
            state     <= next_state;
            bit_idx   <= shift_bit_idx ? bit_idx + 1 : bit_idx;
            data      <= e_i ? d_i : data;
        end
    end
    assign tx_o = (state == DATA) ? data[bit_idx] : (state == START) ? 0 : 1;
    always @(posedge clk) begin
        if (!resetn) begin
            timer_cnt <= CLKS_PER_BIT;
        end else begin
            case (state)
                IDLE:    timer_cnt <= CLKS_PER_BIT;
                START:   timer_cnt <= (timer_cnt == 1) ? CLKS_PER_BIT : timer_cnt - 1;
                DATA:    timer_cnt <= (timer_cnt == 1) ? CLKS_PER_BIT : timer_cnt - 1;
                STOP:    timer_cnt <= timer_cnt - 1;
                default: timer_cnt <= CLKS_PER_BIT;
            endcase
        end
    end
    always @(*) begin
        busy_o        = 1;
        done_o        = 0;
        shift_bit_idx = 0;
        case (state)
            IDLE: begin
                done_o     = 1;
                busy_o     = 0;
                next_state = e_i ? START : IDLE;
            end
            START: begin
                next_state = (timer_cnt == 1) ? DATA : START;
            end
            DATA: begin
                shift_bit_idx = (timer_cnt == 1) ? 1 : 0;
                next_state    = (timer_cnt == 1) ? ((bit_idx < 7) ? DATA : STOP) : DATA;
            end
            STOP: begin
                next_state = (timer_cnt == 1) ? IDLE : STOP;
            end
            default:
                next_state = IDLE;
        endcase
    end
endmodule
```
**flow/run.sh**
```bash
#!/bin/bash
# OpenROAD 26Q1-2900-gdf79404cd8, Yosys 0.63+post, stock flow scripts
make -C /OpenROAD-flow-scripts/flow DESIGN_CONFIG=/design/flow/config.mk WORK_HOME=/design/flow/orfs finish
```
==> notes.md <==
run results: CP startpoint kind=flip-flop, Detailed Route WL=4650 um, # diodes=0, Clock transition at path regs=0.10 ns, hold_sp=uart_tx.timer_cnt[9], cell row count=33, crit-path cells=mux4_2 > mux2i_1 > mux2i_1 > clkdlybuf4s50_1, Yosys reg bits=52, Total GRT Usage=a little under an eighth, Crit Path Class=reg2out, post-route minimum period=2.77 ns, Placeable Area=8380 um2, cell count after synthesis=273, Tool Warnings=31, Vias=1881, most frequent CP cell=mux2i_1, # Post-CTS Setup Buffers=0, max-slew violations=0, post_cts resized=0, post-synth top area cell=dfxtp_1, total power=0.000896 W, DR vias/cell=between 4 and 5, DRC=0, chip width=95.9 um, peak supply drop=136 uV, Netlist cell types=51, Chip Area, Yosys=2650 um2, status=completed, global-route wire length before repair=8090 um, Final Util=between 30% and 40%, largest net degree at the start of global routing=30, CTS tree=built, WL/cell=12.1 um, Max Freq=361 MHz, met1 Use GR=18.0%, IO buf count=3, met2 GRT Util=16.7%, I/O pin count=4, Area leader share=33.3%, M3 GR Usage=2.25%, antenna-violating nets left=0, RSZ-0062 raised after global routing=no, HPWL after DPL=3420 um, Reg2Reg Depth=4, Reg2Reg Launch Point=uart_rx.timer_cnt[0], max cap viols=0, FP Util=a little under a third, Top FF cell, synth=dfxtp_1, Top area cell types=dfxtp_1, edfxtp_1, ha_1, xnor2_1, nand2_1, Num CTS Buffers=5, final setup TNS=0 ns, Max H-tree Level=2, final setup fails=0, Crit-path slowest cell=mux4_2, worst min-delay path class=reg2reg, Async S/R FF share, synth=0%, Pleak=between 0.9 and 1 nW, antenna violations before repair=0, worst hold stages=2, Placer Congestion=0.806, Clock Latency Late Sink=0.31 ns, synthesis-to-finish area growth=8.80%, Hold-fix buffers, CTS=0, worst slew pin tran=roughly 0.65 ns, Worst setup startpoint=uart_tx.bit_idx[0], final period utilization=71.1%, Mapped Area=roughly 2600 um2, CTS sink count=between 50 and 60, Hold Vio Cnt, Final=0, Yosys warning total=3, Worst setup EP type=output port, fraction of layout cells with a size suffix above 1=8.24%, Req. time, crit path=around 3.1 ns, Post-synth EDFFs=8, vias in the first global route=1723, FILL cells=849, R2R setup slack=~1.6 ns, worst path arrival time=1.99 ns, chip height=approximately 96 um, PD cells=311 nW/um2, register area share after synthesis=42.4%, Max Root-Sink Buffers=2, CP max stage delay=between 0.5 and 0.6 ns, worst-path maximum fanout=5, Setup Skew=around 0.015 ns, clk root buf=clkbuf_8, relative slew slack=56.0%, Syn Area/Cell=9.69 um2, drt initial violations=52, total die size=between 9000 and 10000 um2, global route overflow=0, GRT Max-Usage Layer=met1, Yosys Instances=273, Post-synth top cells=dfxtp_1, nand2_1, nor2_1, Initial DRT Pass Iterations=4, most numerous cell in the Yosys netlist=dfxtp_1
==> critical path, delay by kind of cell, from the launching register on <==
kind / cells / cell delay [ns]
flip-flops: 1 / 0.47
buffers and inverters: 1 / 0.41
multiplexers: 3 / 0.81
==> through the flow <==
step	setup slack, ns	hold slack, ns	area, um2	instances
after floorplan	1.91	0.448	2650	273
after global placement	1.45	0.461	2790	376
after detailed placement	1.45	0.471	2790	376
after CTS	1.10	0.507	2880	384
after global routing	0.972	0.531	2880	384
final	1.13	0.505	2880	384
==> metal layers <==
metal / vias to the layer above / share of wire [%]
li1: 999 / -
met1: 860 / 55
met2: 15 / 40
met3: 7 / 2.8
met4: 0 / 1.3
met5: - / 0
==> path summary, 6_finish.rpt <==
path / to
worst min register to register: uart_tx.timer_cnt[9]
worst max register to register: uart_tx.data[7]
worst min-delay path: uart_tx.timer_cnt[9]
worst max-delay path: tx_o
==> sequential cells by signal, summed over array words and instances, names as in the netlist <==
name               flops
uart_rx.timer_cnt     11
uart_tx.timer_cnt     11
uart_rx.d_o            8
uart_tx.data           8
uart_rx.state          4
uart_tx.state          4
uart_rx.bit_idx        3
uart_tx.bit_idx        3
==> cell usage in the layout (no fill, tap or decap), types with 5 or more instances in the layout <==
cell / netlist / routed
dfxtp_1: 44 / 44
nand2_1: 30 / 30
nor2_1: 18 / 18
xnor2_1: 13 / 13
ha_1: 12 / 12
inv_1: 11 / 11
nand3_1: 11 / 11
xor2_1: 11 / 11
mux2i_1: 9 / 9
o21ai_0: 8 / 8
nor2b_1: 8 / 8
edfxtp_1: 8 / 8
nor3_1: 7 / 7
nor4_1: 6 / 6
clkbuf_8: 0 / 6
and3_1: 5 / 5
==> where the power goes <==
group          switching, W  leakage [nW]  internal (W)
clock network      0.000172        0.0488      0.000145
registers        0.00000551         0.432      0.000546
logic             0.0000145         0.477     0.0000124
total              0.000192         0.958      0.000704
==> kinds of logic (layout without fill, tap and decap cells) <==
logic type	Yosys count	count (layout)	share of synthesized area [%]
simple gates	115	115	23.8
flops	52	52	42.4
fa+ha+maj	12	12	5.68
compound gates	41	41	12.1
xor+xnor	24	24	7.95
buf+inv	18	24	2.93
mux	11	11	5.11
==> area by class of cell <==
cell class / count / area, um2 / area share [%]
clock buffers: 7 / 86.3 / 3.00
clock inverters: 1 / 6.26 / 0.217
inverters: 11 / 41.3 / 1.43
multi-input cells: 203 / 1450 / 50.3
flip-flops and latches: 52 / 1120 / 39.0
well taps: 105 / 131 / 4.57
repair buffers: 5 / 45.0 / 1.57
Power is estimated from default activity; no workload was simulated.
